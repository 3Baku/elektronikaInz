==> design/flow/config.mk <==
export PLATFORM = sky130hd
export DESIGN_NAME = CORE
export DESIGN_NICKNAME = CORE
export VERILOG_FILES = /design/flow/design.v
export SDC_FILE = /design/flow/constraint.sdc
export NUM_CORES = 4
export LEC_CHECK = 1
export CORE_UTILIZATION = 50
==> design/flow/constraint.sdc <==
current_design CORE

set clk_period 6.2
set clk_io_pct 0.2

create_clock -name clk0 -period $clk_period [get_ports {i_CLK}]

set non_clock_inputs [all_inputs -no_clocks]
set_input_delay [expr $clk_period * $clk_io_pct] -clock clk0 $non_clock_inputs
set_output_delay [expr $clk_period * $clk_io_pct] -clock clk0 [all_outputs]
==> design/flow/design.v <==
module cpreg
#(
    parameter WIDTH = 4
)
(
    input wire i_CLK,
    input wire i_RSTn,
    input wire i_READY, i_VALID,
    output reg o_READY, o_VALID,
    input wire [WIDTH-1 : 0] i_D,
    output reg [WIDTH-1 : 0] o_Q   
);
    reg [WIDTH-1 : 0] s_Q1;
    reg s_LATCH, s_VALID;
    wire s_EN1, s_EN2;
    reg [1:0] s_state;
    localparam [1:0] 
        S0 = 2'b00, 
        S1 = 2'b01,
        S2 = 2'b11;
    assign s_EN1 = s_LATCH & (~ i_CLK);
    assign s_EN2 = s_LATCH & i_CLK;
    always @(posedge i_CLK or negedge i_RSTn)
        if (i_RSTn == 1'b0)
            s_VALID <= 1'b0;
        else
            s_VALID <= i_VALID;
    always @(s_EN1)
        if (s_EN1 == 1'b1)
            s_Q1 <= i_D;
    always @(s_EN2)
        if (s_EN2 == 1'b1)
            o_Q <= s_Q1;
    always @(posedge i_CLK or negedge i_RSTn)
        if(i_RSTn == 1'b0)
            s_state <= S0;
        else
            case(s_state)
                S0: if(i_VALID == 1'b1)
                        s_state <= S1;
                S1: if(i_READY == 1'b0)
                        s_state <= S2;
                    else
                        if(i_VALID == 1'b0)
                            s_state <= S0;
                S2: if(i_READY == 1'b1)
                        if(s_VALID)
                            s_state <= S1;
                        else
                            s_state <= S0;
                default:
                        s_state <= S0;
            endcase
    always @(*) 
    begin
        s_LATCH = 1'b1;
        o_READY = 1'b1;
        o_VALID = 1'b1;
        case (s_state)
            S0: begin
                    o_VALID = 1'b0;
                end
            S1: begin
                    if (i_READY == 1'b0)
                        s_LATCH = 1'b0;
                end
            S2: begin
                    s_LATCH = 1'b0;
                    o_READY = 1'b0;
                end
        endcase
    end
endmodule
module ALU #(
    parameter WIDTH = 8
)
(
    input wire signed [WIDTH-1:0] i_arg0,
    input wire signed [WIDTH-1:0] i_arg1,
    input wire [1:0] i_oper,
    output wire [WIDTH+2:0] o_Y, 
    input wire i_CLK,
    input wire i_RSTn,
    input wire i_VALID,
    output wire o_READY,
    output wire o_VALID,
    input wire i_READY
);
    reg signed [WIDTH-1:0] o_result;
    reg [2:0] o_flag;  
    reg [WIDTH:0] temp_add_sub;
    reg [2*WIDTH-1:0] temp_vec;
    integer i;
    always @(*) begin
        o_result = {WIDTH{1'b0}};
        o_flag = {3{1'b0}};
        temp_add_sub = {(WIDTH+1){1'b0}};
        case(i_oper)
           2'b00: begin
                temp_add_sub = i_arg0 + i_arg1; 
                o_result = temp_add_sub[WIDTH-1:0];
                o_flag[1] = temp_add_sub[WIDTH];
                o_flag[0] = (i_arg0[WIDTH-1] == i_arg1[WIDTH-1]) && (o_result[WIDTH-1] != i_arg0[WIDTH-1]);
            end
            2'b01: begin
                {o_flag[1], o_result} = $unsigned(i_arg0) - $unsigned(i_arg1);
                o_flag[0] = (i_arg0[WIDTH-1] != i_arg1[WIDTH-1]) && (o_result[WIDTH-1] != i_arg0[WIDTH-1]);
            end
            2'b10: begin
                o_result = i_arg0 & i_arg1;
                o_flag[1] = 1'b0;
                o_flag[0] = 1'b0;
            end
            2'b11: begin
                temp_vec = {i_arg1, i_arg0};
                o_result = 0;
                for(i = 0; i < 2*WIDTH; i = i + 1) begin
                    o_result = o_result + temp_vec[i];
                end
            end
        endcase
        o_flag[2] = (o_result == {WIDTH{1'b0}});
    end
    cpreg #(
        .WIDTH(WIDTH + 3)
    ) u_preg (
        .i_CLK(i_CLK),
        .i_RSTn(i_RSTn),
        .i_VALID(i_VALID),
        .o_READY(o_READY),
        .o_VALID(o_VALID),
        .i_READY(i_READY),
        .i_D({o_result, o_flag}),
        .o_Q(o_Y)
    );
endmodule
module CONTROL #(
    parameter INSTR_WIDTH = 32,
    parameter ADDR_WIDTH = 5
)
(
    input wire i_CLK,
    input wire i_RSTn,
    input wire [INSTR_WIDTH-1:0] i_instr,
    input wire i_valid,
    output reg o_ready,
    output wire [ADDR_WIDTH-1:0] o_reg0_addr,
    output wire [ADDR_WIDTH-1:0] o_reg1_addr,
    output reg [ADDR_WIDTH-1:0] o_reg2_addr,
    output reg [1:0] o_alu_oper,
    input wire i_alu_ready,
    output reg o_alu_valid
);
    wire [1:0] curr_oper = i_instr[31:30];
    wire [ADDR_WIDTH-1:0] curr_reg2 = i_instr[29:25];
    wire [ADDR_WIDTH-1:0] curr_reg0 = i_instr[24:20];
    wire [ADDR_WIDTH-1:0] curr_reg1 = i_instr[19:15];
    reg [ADDR_WIDTH-1:0] pending_dest_reg;
    reg pending_valid;
    wire hazard_detected;
    assign hazard_detected = pending_valid && (pending_dest_reg != 0) && ((curr_reg0 == pending_dest_reg) || (curr_reg1 == pending_dest_reg));
    assign o_reg0_addr = curr_reg0;
    assign o_reg1_addr = curr_reg1;
    always @(posedge i_CLK or negedge i_RSTn) begin
        if (!i_RSTn) begin
            o_ready <= 0;
            o_alu_valid <= 0;
            o_alu_oper <= 0;
            o_reg2_addr <= 0;
            pending_dest_reg <= 0;
            pending_valid <= 0;
        end
        else begin
            o_ready <= 1; 
            if (i_valid && !hazard_detected && i_alu_ready) begin
                o_alu_oper <= curr_oper;
                o_alu_valid <= 1;
                pending_dest_reg <= curr_reg2; 
                pending_valid <= 1;
                o_reg2_addr <= curr_reg2; 
            end
            else if (hazard_detected) begin
                o_alu_valid <= 0;
                o_ready <= 0; 
                pending_valid <= 0;
            end
            else begin
                o_alu_valid <= 0;
                pending_valid <= 0;
            end
        end
    end
endmodule
module CORE #(
    parameter DATA_WIDTH = 8
)
(
    input wire i_CLK,
    input wire i_RSTn,
    input wire [31:0] i_instr,
    input wire i_valid,
    input wire i_ready1,
    output wire o_ready,
    output wire [DATA_WIDTH-1:0] o_data1,
    output wire o_valid1
);
    wire [4:0] s_reg0_addr, s_reg1_addr, s_reg2_addr;
    wire [1:0] s_alu_oper;
    wire s_alu_start_valid;
    wire [4:0] s_wb_reg_addr;
    wire [DATA_WIDTH-1:0] s_op_a, s_op_b;
    wire s_alu_out_ready;
    wire [DATA_WIDTH+2:0] s_alu_result_packet;
    wire s_alu_done_valid;
    wire [DATA_WIDTH-1:0] s_result_data;
    reg [4:0] r_reg2_addr_delayed;
    assign s_wb_reg_addr = (s_alu_done_valid && i_ready1) ? r_reg2_addr_delayed : 5'd0;
    always @(posedge i_CLK or negedge i_RSTn) begin
        if(!i_RSTn) 
            r_reg2_addr_delayed <= 0;
        else if(s_alu_start_valid && s_alu_out_ready)
            r_reg2_addr_delayed <= s_reg2_addr;
    end
    CONTROL U_CTRL (
        .i_CLK(i_CLK), .i_RSTn(i_RSTn),
        .i_instr(i_instr),
        .i_valid(i_valid),
        .o_ready(o_ready),
        .o_reg0_addr(s_reg0_addr),
        .o_reg1_addr(s_reg1_addr),
        .o_reg2_addr(s_reg2_addr),
        .o_alu_oper(s_alu_oper),
        .i_alu_ready(s_alu_out_ready),
        .o_alu_valid(s_alu_start_valid)
    );
    REGS #(.DATA_WIDTH(DATA_WIDTH)) U_REGS (
        .i_CLK(i_CLK), .i_RSTn(i_RSTn),
        .i_reg0(s_reg0_addr),
        .i_reg1(s_reg1_addr),
        .i_reg2(s_wb_reg_addr), 
        .i_data2(s_result_data),
        .o_data0(s_op_a),
        .o_data1(s_op_b)
    );
    ALU #(.WIDTH(DATA_WIDTH)) U_ALU (
        .i_CLK(i_CLK), .i_RSTn(i_RSTn),
        .i_arg0(s_op_a),
        .i_arg1(s_op_b),
        .i_oper(s_alu_oper),
        .i_VALID(s_alu_start_valid),
        .o_READY(s_alu_out_ready),
        .o_VALID(s_alu_done_valid),
        .i_READY(i_ready1),
        .o_Y(s_alu_result_packet)
    );
    assign s_result_data = s_alu_result_packet[DATA_WIDTH+2 : 3];
    assign o_data1 = s_result_data;
    assign o_valid1 = s_alu_done_valid;
endmodule
module REGS #(
    parameter DATA_WIDTH = 8,
    parameter ADDR_WIDTH = 5,
    parameter REG_COUNT  = 32
)
(
    input wire i_CLK,
    input wire i_RSTn,
    input wire [ADDR_WIDTH-1:0] i_reg0,
    input wire [ADDR_WIDTH-1:0] i_reg1,
    input wire [ADDR_WIDTH-1:0] i_reg2,
    input wire [DATA_WIDTH-1:0] i_data2,
    output reg [DATA_WIDTH-1:0] o_data0,
    output reg [DATA_WIDTH-1:0] o_data1
);
    reg [DATA_WIDTH-1:0] registers [1:REG_COUNT-1];
    integer i;
    always @(*) begin
        if (i_reg0 == 0 || i_reg0 >= REG_COUNT)
            o_data0 = {DATA_WIDTH{1'b0}};
        else
            o_data0 = registers[i_reg0];
        if (i_reg1 == 0 || i_reg1 >= REG_COUNT)
            o_data1 = {DATA_WIDTH{1'b0}};
        else
            o_data1 = registers[i_reg1];
    end
    always @(posedge i_CLK or negedge i_RSTn) begin
        if (!i_RSTn) begin
            for (i = 1; i < REG_COUNT; i = i + 1) begin
                registers[i] <= {DATA_WIDTH{1'b0}};
            end
            registers[1] <= 8'd10;
            registers[2] <= 8'd5;
        end
        else
            if (i_reg2 != 0 && i_reg2 < REG_COUNT)
                registers[i_reg2] <= i_data2;
    end
endmodule
==> design/flow/run.sh <==
#!/bin/bash
# OpenROAD 26Q1-2900-gdf79404cd8, Yosys 0.63+post, stock flow scripts
make -C /OpenROAD-flow-scripts/flow DESIGN_CONFIG=/design/flow/config.mk WORK_HOME=/design/flow/orfs finish
==> results.json <==
{
  "met1_usage_pct": 68.0,
  "drt_iter0_markers": 1630,
  "initCoreUtil_pct": 50.9,
  "ff_type": "dfrtp_1",
  "worst_ep_required_time_ps": 6590,
  "drv_cap": 0,
  "clk_pin_slew_ps": 120,
  "overflow": 0,
  "slew_headroom_pct": 29.5,
  "track_usage_pct": 52.1,
  "gr-usage-met2_pct": 70.8,
  "place_congestion": 1.17,
  "antenna_found_initial": 0,
  "vias_per_cell": 6.92,
  "rows": 65,
  "yosysChipArea_um2": 16100,
  "synth_cell_types": 82,
  "route.detailed.drc": 0,
  "endpoint_kind": "latch",
  "grt_pass1_wl_mm": 113,
  "drive_gt1_share_pct": 40.2,
  "warning_count": 50,
  "fin_ws_ps": 0,
  "synth-seq-cells": 282,
  "finalSetupTns_ps": 0,
  "core_area_um2": 31600,
  "vias": 15300,
  "leakage_nw": 9.53,
  "final_cell_mix": "buf_4 (278), mux2_2 (270), dfrtp_1 (261)",
  "clock_latency_ps": 1120,
  "syn_area_um2": 16100,
  "numPortBuffers": 30,
  "yosys_warnings": 6,
  "cts_tree": "done",
  "crit_type": "in2latch",
  "met3_usage_pct": 21.6,
  "layout-area-overhead-vs-synth_pct": 27.6,
  "layout_top_cell": "buf_4",
  "grt_pass1_vias": 15200,
  "worst_slew_pin_slew_ps": 1060,
  "top_usage_layer": "met2",
  "dp_slack_ps": -909,
  "min_path_type": "latch2latch",
  "crit_fanout": 7,
  "wl_per_cell_um": 36.5,
  "post-dp-hpwl_mm": 60.6,
  "hold_viol": 0,
  "synthCells": 1498,
  "nFillCells": 2381,
  "edf_count": 0,
  "finalMaxSlewViolations": 0,
  "fp.dieW_um": 181,
  "status": "complete, no violations",
  "ios": 46,
  "powerDensity_nw_per_um2": 406,
  "avgSynthCellArea_um2": 10.8,
  "cp.arrival_ps": 6590,
  "ys_async_sr_fraction_pct": 94.3,
  "grt_max_degree": 115,
  "start_kind": "primary input",
  "die_area_um2": 32900,
  "skew_ps": 437,
  "drtPass1Iterations": 8,
  "finalSetupViolations": 0,
  "peakVddDrop_v": 0.000411,
  "chipHeight_um": 181,
  "ant_nets": 0,
  "wl_mm": 80.5,
  "finalCoreUtilization_pct": 65.0,
  "yosys_cells": 1498
}
## final timing paths
check,end,startpoint,slack (ps),cells past startpoint
setup / recovery,U_ALU.u_preg.s_Q1[4],i_instr[23],0,19
hold / removal,U_ALU.u_preg.o_Q[3],U_ALU.u_preg.s_Q1[3],90,0
setup reg to reg,U_ALU.u_preg.s_Q1[4],U_REGS.registers[10][0],0,15
hold reg to reg,U_ALU.u_preg.o_Q[3],U_ALU.u_preg.s_Q1[3],90,0
max in group gated,clock gate,U_ALU.u_preg.s_state[1],880,3
max in group asynchronous,U_REGS.registers[26][5],i_RSTn,4090,3
min in group gated,clock gate,U_ALU.u_preg.s_state[2],120,6
min in group asynchronous,U_CTRL.o_reg2_addr[2],i_RSTn,500,1
## logic make-up after synthesis
group	Yosys count	share of synthesized area, %
compound gates	315	14.6
mux	321	22.3
xor+xnor	19	1.03
simple gates	396	12.6
fa+ha+maj	32	3.05
flops	266	41.4
latches	16	1.49
buf+inv	133	3.68
## through the flow
stage               hold WS [ps]  power (mW)  area (um2)  std cells
global placement           -2470        5.86       18700       2113
CTS                         85.4        8.20       20200       2187
global route                 111        8.67       20500       2203
floorplan                  -2600        4.60       16100       1498
detailed placement         -2450        5.92       18700       2113
finish                      88.0        8.34       20600       2206
## Yosys cell counts (5+ instances only)
master | n | area share [%]
mux2_2 | 270 | 19
dfrtp_1 | 261 | 41
nand2_1 | 98 | 2.3
nor2_1 | 84 | 2.0
a22oi_1 | 73 | 3.4
clkbuf_1 | 58 | 1.4
nand3_1 | 45 | 1.4
o21ai_0 | 44 | 1.4
mux2i_1 | 42 | 2.6
a21oi_1 | 34 | 1.1
nor3_1 | 31 | 0.96
buf_2 | 30 | 0.93
nor2b_1 | 30 | 1.2
inv_1 | 28 | 0.65
a32oi_1 | 26 | 1.4
a22o_1 | 25 | 1.4
ha_1 | 20 | 1.6
a32o_1 | 16 | 0.99
dlxtp_1 | 16 | 1.5
nand4_1 | 16 | 0.62
and2_1 | 12 | 0.47
and3_1 | 12 | 0.47
fa_1 | 12 | 1.5
xnor2_1 | 12 | 0.65
nand2b_1 | 11 | 0.43
a221oi_1 | 10 | 0.54
a2111oi_0 | 8 | 0.44
a31oi_1 | 8 | 0.31
mux2_1 | 7 | 0.49
nand3b_1 | 7 | 0.33
o211ai_1 | 7 | 0.33
xor2_1 | 7 | 0.38
buf_1 | 6 | 0.14
buf_6 | 6 | 0.42
o22ai_1 | 6 | 0.23
o31ai_1 | 6 | 0.28
or3_1 | 6 | 0.23
dfstp_2 | 5 | 0.82
nor3b_1 | 5 | 0.23
o2111ai_1 | 5 | 0.27
o32ai_1 | 5 | 0.27
## critical path: stages
cell and delay (ps):
buf_4 140, buf_6 130, buf_6 130, and2_4 180, a22o_4 270, a32oi_2 230, nor2_2 80, a211oi_2 230
nand4b_1 240, ha_4 300, fa_1 480, fa_1 540, inv_1 50, fa_1 520, fa_1 430, fa_2 380
fa_2 530, inv_1 40, mux4_2 430
## state kept, by name (all words and copies together) (netlist names)
| signal | count |
|---|---|
| U_REGS.registers | 248 |
| U_ALU.u_preg.o_Q | 8 |
| U_ALU.u_preg.s_Q1 | 8 |
| U_CTRL.o_reg2_addr | 5 |
| r_reg2_addr_delayed | 5 |
| U_ALU.u_preg.s_state | 3 |
| U_CTRL.o_alu_oper | 2 |
| U_ALU.u_preg.s_VALID | 1 |
| U_CTRL.o_ready | 1 |
| U_CTRL.pending_valid | 1 |
## cell type report
class / count / area (um2) / area share, %
timing repair buffer: 343 / 2890 / 14.1
clock inverter: 17 / 230 / 1.12
antenna: 3 / 7.51 / 0.0365
clock buffer: 47 / 1000 / 4.88
tap: 402 / 503 / 2.45
multi-input combinational: 1083 / 8910 / 43.3
sequential: 282 / 6900 / 33.6
inverter: 29 / 109 / 0.530
## what timing repair did
item,CTS,global route
pin swaps,20,27
endpoints found under the setup margin,4,4
gates resized,54,58
setup buffers,6,14
cloned,0,3
hold buffers,5,0
endpoints found under the hold margin,1,0
## per-layer routing
metal / vias to the layer above / share of wire, %
met5: - / 0
met4: 0 / 11
met3: 416 / 13
met2: 1149 / 40
met1: 7503 / 36
li1: 6203 / -
## power breakdown
group / switching (mW) / internal, mW
logic: 1.52 / 1.37
clock network: 0.842 / 1.36
registers: 0.792 / 2.45
No activity file was given, so power comes from the tool's default toggle rates.
